File: ./constraint.sdc
current_design register_file_1w_64b_multi_port_read_32b

set clk_period 2.6
set clk_io_pct 0.2

create_clock -name clk0 -period $clk_period [get_ports {clk}]

set non_clock_inputs [all_inputs -no_clocks]
set_input_delay [expr $clk_period * $clk_io_pct] -clock clk0 $non_clock_inputs
set_output_delay [expr $clk_period * $clk_io_pct] -clock clk0 [all_outputs]
File: ./design.v
module register_file_1r_1w
#(
    parameter ADDR_WIDTH = 5,
    parameter DATA_WIDTH = 64,
    parameter BLOCK_RAM  = 1
)
(
    input   logic                                     clk,
    input   logic                                     rst_n,
    input   logic                                     ReadEnable,
    input   logic [ADDR_WIDTH-1:0]                    ReadAddr,
    output  logic [DATA_WIDTH-1:0]                    ReadData,
    input   logic [ADDR_WIDTH-1:0]                    WriteAddr,
    input   logic                                     WriteEnable,
    input   logic [DATA_WIDTH-1:0]                    WriteData
);
  localparam N_SCM_REGISTERS = 2**ADDR_WIDTH;
  generate
    if (BLOCK_RAM == 1) begin : block_ram_gen
      (* ram_style="block" *) logic [DATA_WIDTH-1:0] MemContent_int [N_SCM_REGISTERS];  
      logic [DATA_WIDTH-1:0] ReadData_reg;
      logic ReadEnable_reg;
      always_ff @(posedge clk)
      begin
        if(WriteEnable == 1'b1)
          MemContent_int[WriteAddr] <= WriteData;
        ReadData_reg <= MemContent_int[ReadAddr];
      end
      always_ff @(posedge clk)
      begin
        ReadEnable_reg <= ReadEnable;
      end
      assign ReadData = (ReadEnable_reg == 1'b1) ? ReadData_reg : '0;
    end
    else begin : distr_ram_gen
      logic [N_SCM_REGISTERS-1:0][DATA_WIDTH-1:0] MemContent_int;      
      logic [DATA_WIDTH-1:0]                      ReadData_reg;
      always_ff @(posedge clk or negedge rst_n)
      begin
        if(rst_n == 1'b0)
          ReadData_reg <= '0;
        else if(ReadEnable == 1'b1)
          ReadData_reg <= MemContent_int[ReadAddr];
      end
      always_comb
      begin : register_read_port_behavioral
        ReadData <= ReadData_reg;
      end
      always_ff @(posedge clk or negedge rst_n)
      begin
        if(rst_n == 1'b0) begin
          MemContent_int <= '0;
        end
        else if(WriteEnable == 1'b1) begin
          MemContent_int[WriteAddr] <= WriteData;
        end
      end
    end
  endgenerate
endmodule
module register_file_1w_64b_multi_port_read_32b
#(
    parameter WADDR_WIDTH   = 5,
    parameter WDATA_WIDTH   = 64,
    parameter RDATA_WIDTH   = 32,
    parameter RADDR_WIDTH   = WADDR_WIDTH+$clog2(WDATA_WIDTH/RDATA_WIDTH),
    parameter N_READ        = 4,
    parameter N_WRITE       = 1,
    parameter W_N_ROWS      = 2**WADDR_WIDTH
)
(
    input  logic                                   clk,
    input  logic                                   rst_n,
    input  logic [N_READ-1:0]                      ReadEnable,
    input  logic [N_READ-1:0][RADDR_WIDTH-1:0]     ReadAddr,
    output logic [N_READ-1:0][RDATA_WIDTH-1:0]     ReadData,
    input  logic                                   WriteEnable,
    input  logic [WADDR_WIDTH-1:0]                 WriteAddr,
    input  logic [WDATA_WIDTH-1:0]                 WriteData
);
logic [N_READ-1:0][RDATA_WIDTH-1:0]     ReadData_lo;
logic [N_READ-1:0][RDATA_WIDTH-1:0]     ReadData_hi;
logic [N_READ-1:0]                      DEST;
int unsigned j;
genvar i;
always_ff @(posedge clk or negedge rst_n)
begin
    if(~rst_n)
    begin
        DEST <= 0;
    end
    else
    begin
        for(j=0;j<N_READ; j++)
        begin
            DEST[j] <= ReadAddr[j][0];
        end
    end
end
generate
   for(i=0; i<N_READ; i++)
   begin : MUX
    assign ReadData[i] = (DEST[i] == 1'b0) ?  ReadData_lo[i] : ReadData_hi[i];
   end
   for(i=0; i<N_READ; i++)
   begin : CUT
      if(W_N_ROWS == 1)
      begin
          register_file_1r_1w_1row
          #(
              .ADDR_WIDTH ( WADDR_WIDTH ),  
              .DATA_WIDTH ( RDATA_WIDTH ),  
              .BLOCK_RAM  ( 1           )   
          )
          bram_cut_lo
          (
              .clk         ( clk            ),
              .rst_n       ( rst_n          ),
              .ReadEnable  ( ReadEnable[i]  ),
              .ReadAddr    ( ReadAddr[i][RADDR_WIDTH-1:1]    ),
              .ReadData    ( ReadData_lo[i] ),
              .WriteAddr   ( WriteAddr      ),
              .WriteEnable ( WriteEnable    ),
              .WriteData   ( WriteData[31:0]      )
          );
          register_file_1r_1w_1row
          #(
              .ADDR_WIDTH ( WADDR_WIDTH ),  
              .DATA_WIDTH ( RDATA_WIDTH ),  
              .BLOCK_RAM  ( 1           )   
          )
          bram_cut_hi
          (
              .clk         ( clk            ),
              .rst_n       ( rst_n          ),
              .ReadEnable  ( ReadEnable[i]  ),
              .ReadAddr    ( ReadAddr[i][RADDR_WIDTH-1:1]    ),
              .ReadData    ( ReadData_hi[i] ),
              .WriteAddr   ( WriteAddr      ),
              .WriteEnable ( WriteEnable    ),
              .WriteData   ( WriteData[63:32]      )
          );
      end
      else
      begin
          register_file_1r_1w
          #(
              .ADDR_WIDTH ( WADDR_WIDTH ),  
              .DATA_WIDTH ( RDATA_WIDTH ),  
              .BLOCK_RAM  ( 1           )   
          )
          bram_cut_lo
          (
              .clk         ( clk            ),
              .rst_n       ( rst_n          ),
              .ReadEnable  ( ReadEnable[i]  ),
              .ReadAddr    ( ReadAddr[i][RADDR_WIDTH-1:1]    ),
              .ReadData    ( ReadData_lo[i] ),
              .WriteAddr   ( WriteAddr      ),
              .WriteEnable ( WriteEnable    ),
              .WriteData   ( WriteData[31:0]      )
          );
          register_file_1r_1w
          #(
              .ADDR_WIDTH ( WADDR_WIDTH ),  
              .DATA_WIDTH ( RDATA_WIDTH ),  
              .BLOCK_RAM  ( 1           )   
          )
          bram_cut_hi
          (
              .clk         ( clk            ),
              .rst_n       ( rst_n          ),
              .ReadEnable  ( ReadEnable[i]  ),
              .ReadAddr    ( ReadAddr[i][RADDR_WIDTH-1:1]    ),
              .ReadData    ( ReadData_hi[i] ),
              .WriteAddr   ( WriteAddr      ),
              .WriteEnable ( WriteEnable    ),
              .WriteData   ( WriteData[63:32]      )
          );
      end
   end
endgenerate
endmodule  
File: ./run.sh
#!/bin/bash
# OpenROAD 26Q1-2900-gdf79404cd8, Yosys 0.63+post, stock flow scripts
make -C /OpenROAD-flow-scripts/flow DESIGN_CONFIG=/design/flow/config.mk WORK_HOME=/design/flow/orfs finish
File: ./config.mk
export PLATFORM = sky130hd
export DESIGN_NAME = register_file_1w_64b_multi_port_read_32b
export DESIGN_NICKNAME = register_file_1w_64b_multi_port_read_32b
export VERILOG_FILES = /design/flow/design.v
export SDC_FILE = /design/flow/constraint.sdc
export NUM_CORES = 4
export LEC_CHECK = 1
export CORE_UTILIZATION = 50
export SYNTH_MEMORY_MAX_BITS = 65536
==> flow_metrics.env <==
# source this file to load flow results
export IMPL_cts_tree="built"
export IMPL_gr_total_overflow=0
export IMPL_rrSetupSlack_ns=0.24
export IMPL_skew_ns=0.0324
export IMPL_rsz0062_at_grt="true"
export IMPL_p_switching_w=0.0282
export IMPL_intPower_w=0.0710
export IMPL_clk_pin_slew_ns=0.06
export IMPL_insertion_delay_ns=0.94
export IMPL_worst_slack_ns=-0.473
export IMPL_largestRegisters="CUT.genblk1.bram_cut_hi.block_ram_gen.MemContent_int: 1024 flops, CUT.genblk1.bram_cut_lo.block_ram_gen.MemContent_int: 1024 flops"
export IMPL_violations="negative setup slack"
export IMPL_reg2reg_depth=4
export IMPL_max_freq_mhz=325
export IMPL_yosys_warnings=2
export IMPL_drv_cap=0
export IMPL_syn_instance_count=8749
export IMPL_tool_warnings=30
export IMPL_slew_headroom_pct=8.73
export IMPL_drc=0
export IMPL_synth_cells_yosys=8749
export IMPL_cts_buffer_depth=4
export IMPL_cp_start_kind="flip-flop"
export IMPL_routed_wl_mm=757
export IMPL_die_y_um=519
export IMPL_rows=189
export IMPL_post_route_min_period_ns=3.07
export IMPL_ys_seq_share_pct=50.0
export IMPL_postPlaceCellArea_mm2=0.154
export IMPL_cp_arrival_ns=2.55
export IMPL_vias=110000
export IMPL_postSynthAreaPerCell_um2=15.3
export IMPL_vias_per_cell=7.94
export IMPL_yosysUniqueCellTypes=47
export IMPL_numSynthFlops=2312
export IMPL_hp_class="in -> reg"
export IMPL_drive_above_1_share_pct=35.4
export IMPL_pin_count=228
export IMPL_grt_usage_pct=62.0
export IMPL_grt_pass1_wl_mm=999
export IMPL_top_cells_by_area="edfxtp_1 (46%), mux4_2 (21%), mux2i_1 (13%)"
export IMPL_antenna_left=0
export IMPL_synth_edff_count=2048
export IMPL_worst_pin_slew_ns=1.36
export IMPL_cp_required_ns=2.08
export IMPL_ir_drop_uv=600
export IMPL_hold_depth=1
export IMPL_setup_viol=130
export IMPL_syn_area_mm2=0.134
export IMPL_whs_ns=0.0190
export IMPL_cts_inserted_buffers=270
export IMPL_wl_per_cell_um=54.6
export IMPL_hpwl_mm=525
export IMPL_hold_violations=0
export IMPL_first_pass_iters=29
export IMPL_share_comb_of_total_power_pct=16.9
export IMPL_pwr_share_clk_pct=40.0
export IMPL_h_tree_depth=5
export IMPL_power_frac_seq_pct=43.0
export IMPL_yosys_area_top_type="edfxtp_1"
export IMPL_finalPower_w=0.0992
export IMPL_drtIter0Drc=11500
export IMPL_crit_fanout=5
export IMPL_finalClockPeriodUsage_pct=118
export IMPL_syn2layout_area_growth_pct=24.1
export IMPL_synthDominantCellAreaShare_pct=46.0
export IMPL_fin_area_mm2=0.166
export IMPL_endpoint_kind="output pin"
export IMPL_gp_congestion=1.14
export IMPL_fp_utilization_pct=50.3
export IMPL_cts_sinks=2312
export IMPL_die_area_mm2=0.269
export IMPL_coreArea_mm2=0.265
export IMPL_cts_root_buf="clkbuf_16"
export IMPL_grt_max_degree=51
export IMPL_ff_type="edfxtp_1"
export IMPL_worstSetupPathType="reg -> out"
export IMPL_grt_pass1_vias=114000
export IMPL_fp_dieW_um=519
export IMPL_p_leak_nw=59.1
export IMPL_io_buffers=227
export IMPL_yosys_area_mm2=0.134
export IMPL_antenna_found_initial=101
export IMPL_async_flop_share_pct=0.173
export IMPL_min_delay_start="ReadEnable[3]"
export IMPL_drv_slew=0
export IMPL_status="finished, violations left"
export IMPL_p_per_area_mw_per_mm2=598
export IMPL_switching_share_pct=28.4
worst max-delay path by stage:
stage	start	end	cells past startpoint
after CTS	DEST[1]	ReadData[44]	8
after global routing	DEST[1]	ReadData[38]	8
final	DEST[1]	ReadData[38]	8
cells in the mapped netlist (73+ instances only):
cell type and count:
nand2_1 148, a21oi_1 122, a22oi_1 1083, nor2_1 109, o22ai_1 73, edfxtp_1 2048
mux2i_1 1719, nand3_1 390, buf_2 403, clkbuf_1 238, nand4_1 181, dfxtp_1 260
nor2b_1 187, buf_4 82, mux4_2 1259
per-stage QoR:
stage                     setup WS, ns  std cells  utilization [%]  setup TNS, ns
after floorplan                 -0.596       8749                -        -666.05
after global placement           -1.91      13100             58.1        -107.48
after detailed placement         -1.28      13100             58.1         -92.85
after CTS                       -0.478      13700             62.3         -40.67
after global routing            -0.483      13800             62.4         -39.32
final                           -0.473      13900             62.5         -37.75
per-layer routing:
metal / up-vias / wire length [um] / track usage (%)
li1: 39900 / - / -
met1: 53600 / 206000 / 63.6
met2: 12800 / 290000 / 71.8
met3: 3528 / 175000 / 60.4
met4: 267 / 76600 / 46.6
met5: - / 10300 / 34.2
placed cells by master, fill, tap and decap left out, types with 181 or more instances in the layout:
cell type	count
a22oi_1	1083
mux4_2	1259
mux2i_1	1633
buf_12	572
edfxtp_1	2048
dfxtp_1	256
clkbuf_16	281
buf_4	854
nand4_1	181
nand3_1	389
power groups by stage:
stage     clock network (W)  logic [W]  registers [W]
4_1_cts              0.0395     0.0158         0.0425
5_1_grt              0.0408     0.0167         0.0427
6_report             0.0397     0.0168         0.0427
timing repair:
action,4_1_cts,5_1_grt
hold buffers,1,0
hold endpoints to repair,4,0
gates resized,700,82
setup buffers,129,33
endpoints found under the setup margin,136,129
gates cloned,8,0
cell type report:
cell class	instances	area [um2]
Fill cell	18800	99500
Sequential cell	2312	66800
Multi-Input combinational cell	5600	64200
Timing Repair Buffer	1758	21000
Clock buffer	363	7530
Tap cell	3533	4420
Clock inverter	129	1440
Antenna cell	165	413
Inverter	5	18.8
worst max-delay path, stage by stage (launching register included):
cell and delay (ns):
dfrtp_4 0.51, buf_12 0.15, buf_16 0.16, buf_12 0.15, buf_6 0.11, mux2i_1 0.11
buf_4 0.18, nor2b_1 0.12, buf_2 0.10
kinds of logic after synthesis:
group                  after synthesis  share of synthesized area, %
multiplexers                      2989                          34.2
AND-OR/OR-AND                     1470                          8.02
buffers and inverters              837                          3.24
AND/OR/NAND/NOR                   1141                          4.54
flip-flops                        2312                          50.0
Power figures rest on the tool's default switching activity, not on a simulated workload.
